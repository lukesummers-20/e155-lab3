## flow/constraint.sdc

```tcl
current_design sevSegLogic

set clk_period 1.7
set clk_io_pct 0.2

create_clock -name clk0 -period $clk_period

set non_clock_inputs [all_inputs -no_clocks]
set_input_delay [expr $clk_period * $clk_io_pct] -clock clk0 $non_clock_inputs
set_output_delay [expr $clk_period * $clk_io_pct] -clock clk0 [all_outputs]
```

## flow/run.sh

```bash
#!/bin/bash
# OpenROAD 26Q1-2900-gdf79404cd8, Yosys 0.63+post, stock flow scripts
make -C /OpenROAD-flow-scripts/flow DESIGN_CONFIG=/design/flow/config.mk WORK_HOME=/design/flow/orfs finish
```

## flow/design.v

```verilog
module sevSegLogic(
    input logic [3:0] s,
    output logic [6:0] sevSegOut
);
	always_comb
		case(s)
			4'b0000: sevSegOut = 7'b1000000; 
			4'b0001: sevSegOut = 7'b1111001;
			4'b0010: sevSegOut = 7'b0100100;
			4'b0011: sevSegOut = 7'b0110000;
			4'b0100: sevSegOut = 7'b0011001;
			4'b0101: sevSegOut = 7'b0010010;
			4'b0110: sevSegOut = 7'b0000010;
			4'b0111: sevSegOut = 7'b1111000;
			4'b1000: sevSegOut = 7'b0000000;
			4'b1001: sevSegOut = 7'b0011000;
			4'b1010: sevSegOut = 7'b0100000;
			4'b1011: sevSegOut = 7'b0000011;
			4'b1100: sevSegOut = 7'b1000110;
			4'b1101: sevSegOut = 7'b0100001;
			4'b1110: sevSegOut = 7'b0000110;
			4'b1111: sevSegOut = 7'b0001110;
			default: sevSegOut = 7'bxxxxxxx;
		endcase
endmodule
```

## flow/config.mk

```make
export PLATFORM = sky130hd
export DESIGN_NAME = sevSegLogic
export DESIGN_NICKNAME = sevSegLogic
export VERILOG_FILES = /design/flow/design.v
export SDC_FILE = /design/flow/constraint.sdc
export NUM_CORES = 4
export LEC_CHECK = 1
export CORE_AREA = 10 10 70 70
export DIE_AREA = 0 0 80 80
```

==> results.txt <==
Physical implementation.

- In the routed layout, each cell is associated on average with a via count of 2.99.
- The total wire length after detailed routing is 833 um.
- The synthesis report lists the Yosys warning total as 1.
- The tool flagged a number of max-cap violations equal to 0.
- Summing every instance area after synthesis gives 258 um2.
- The data arrival time reported for the critical path is 1.31 ns.
- The critical path buffer and inverter count is 3.
- The congestion estimate from routability-driven global placement came to 0.762.
- Ranked by total cell area, the synthesized netlist is headed by sky130_fd_sc_hd__ha_1 29%, sky130_fd_sc_hd__inv_1 8.7%, sky130_fd_sc_hd__mux4_2 8.7%, sky130_fd_sc_hd__o21ai_0 5.8%, sky130_fd_sc_hd__mux2_4 5.8%.
- Per the repair_timing log after CTS, setup buffers inserted total 0.
- The worst supply voltage drop on vdd is 78.3 uV.
- The final count of pins violating max slew is 0.
- The peak per-stage delay on the critical path is 0.44 ns.
- The final layout report lists a clock buffer count of 0.
- The largest individual stage delay along the critical path comes from the cell sky130_fd_sc_hd__mux4_2.
- The number of distinct library cell variants in the gate-level netlist after synthesis is 18.
- The final tally of hold violations is 0.
- The synthesized chip area reported by yosys is roughly 260 um2.
- The highest clock rate is 607 MHz.
- The layout overhead on the synthesized area is 99.5%.
- The number of design-rule violations left by the first detailed-router iteration is 9.
- Per the OpenROAD floorplan log, the width of the die is 80 um.
- The critical path goes through buf_6 -> buf_4 -> ha_2 -> mux4_2 -> buf_2.
- The reported leakage power is 0.235 nW.
- The flow ran to the end, and the final reports show no timing, DRC or antenna violations.
- The post-detailed-route count of antenna-violating nets is 0.
- The number of global-route vias before repair is ~300.
- The number of optimization iterations in the first detailed-route pass is 4.
- The worst setup path category is in -> out.
- The script parses the final routing iteration and logs DRC violations as 0.
- The minimum clock period after layout is 1.65 ns.
- After floorplanning, the die was sized to cover 6400 um2.
- The number of placed I/O pins is 11.
- Synthesis produced 32 cells.
- Of the available clock period, the critical path in the final layout requires 0.970.
- The transition time at the pin with the least slew margin is 0.189 ns.
- The number of placement rows is 21.
- The area taken by multi-input combinational cells is reported as between 200 and 300 um2.
- The critical path launch point type is an input port.
- The initial antenna violation count is 0.
- The vertical die dimension is 80 um.
- The share of the yosys chip area belonging to registers is 0.
- In the final timing run, aggregate negative setup slack is 0 ns.
- Setup repair after global routing left no endpoint under its margin.
- The leading area contributor after synthesis is sky130_fd_sc_hd__ha_1.
- The final report lists the setup-violating endpoint count as 0.
- The average routed wire per standard cell is 8.50 um.
- Once placement finished, the instance area stood at 489 um2.
- Yosys stat counts 32 cells in the synthesized netlist.
- The final antenna diode tally reported by the flow is 0.
- The wire length of the first global-routing pass is 1410 um.
- The worst path required time is 1.36 ns.
- The total overflow reported by the global router is 0.
- In this run the tool buffered the top-level ports with 11 buffer cells.
- The tightest slew margin relative to the limit is 0.874.
- The average footprint of a synthesized cell is 8.05 um2.
- The pin count of the biggest net entering global routing is 11.
- The area of all sequential standard cells is 0 um2.
- The region available for standard cell placement spans 3420 um2.
- The global routing report lists combined usage of all routing layers as 0.0259.
- The endpoint type of the worst setup path is an output port.
- The share of post-route cells with drive strength above 1 is 0.519.
- The top-area cell type share of the netlist area is 0.291.
- The number of sequential storage elements is 0.
- The type of the worst min-delay path is in -> out.
- Grouping stages by cell kind, the critical path spends the most delay in multiplexers.
- Of all nets on the critical path, the largest fanout is 4.
- The post-route cell area is 514 um2.
- The count of filler cells inserted in the layout is 403.
- The number of logged tool warnings is 38.
- The initial core utilization is 0.0755.
- Summing over every cut layer, the via total after detailed routing is slightly below 300.
- The ratio of total power to cell area is 208 nW/um2.
## stage by stage
stage | instances | hold slack [ns] | setup slack (ns) | power [mW] | utilization
floorplan | 32 | 0.780 | 0.347 | 0.0414 | -
global placement | 98 | 1.85 | -0.746 | 0.106 | 0.143
detailed placement | 98 | 1.85 | -0.755 | 0.106 | 0.143
CTS | 98 | 1.22 | -0.000545 | 0.101 | 0.147
global route | 98 | 1.22 | 0.00204 | 0.122 | 0.151
finish | 98 | 1.17 | 0.0515 | 0.107 | 0.151
## cells by family (layout without fill, tap and decap cells)
family / Yosys count / count (layout) / synth area share
buffers and inverters: 8 / 28 / 0.160
xor gates and xnor gates: 1 / 1 / 0.0340
AOI/OAI and AO/OA: 8 / 8 / 0.218
adders and majority gates: 6 / 6 / 0.291
and+or+nand+nor: 6 / 6 / 0.112
muxes: 3 / 3 / 0.184
## layout by cell type (no fill, tap or decap)
| master | netlist | layout |
|---|---|---|
| sky130_fd_sc_hd__ha_2 | 0 | 4 |
| sky130_fd_sc_hd__o211ai_1 | 1 | 1 |
| sky130_fd_sc_hd__o22ai_1 | 1 | 1 |
| sky130_fd_sc_hd__mux2_4 | 1 | 1 |
| sky130_fd_sc_hd__nand2b_4 | 0 | 1 |
| sky130_fd_sc_hd__xor2_1 | 1 | 1 |
| sky130_fd_sc_hd__mux4_2 | 1 | 1 |
| sky130_fd_sc_hd__dlygate4sd2_1 | 0 | 4 |
| sky130_fd_sc_hd__inv_1 | 6 | 4 |
| sky130_fd_sc_hd__clkdlybuf4s15_1 | 0 | 2 |
| sky130_fd_sc_hd__buf_6 | 1 | 3 |
| sky130_fd_sc_hd__a22o_1 | 1 | 1 |
| sky130_fd_sc_hd__clkbuf_2 | 0 | 1 |
| sky130_fd_sc_hd__a32o_1 | 1 | 1 |
| sky130_fd_sc_hd__buf_2 | 0 | 2 |
| sky130_fd_sc_hd__ha_1 | 6 | 1 |
| sky130_fd_sc_hd__mux2i_1 | 1 | 1 |
| sky130_fd_sc_hd__buf_4 | 1 | 10 |
| sky130_fd_sc_hd__o221ai_1 | 1 | 1 |
| sky130_fd_sc_hd__o21ai_2 | 0 | 1 |
| sky130_fd_sc_hd__nor2_1 | 1 | 1 |
| sky130_fd_sc_hd__nand2_1 | 3 | 3 |
| sky130_fd_sc_hd__nand3b_1 | 1 | 1 |
| sky130_fd_sc_hd__ha_4 | 0 | 1 |
| sky130_fd_sc_hd__o21ai_1 | 0 | 1 |
| sky130_fd_sc_hd__o21ai_0 | 3 | 1 |
| sky130_fd_sc_hd__inv_4 | 0 | 2 |
## what timing repair did
action	4_1_cts	5_1_grt
gates resized	39	6
hold buffers	0	0
gates cloned	0	0
hold endpoints to repair	0	0
pin swaps	2	2
endpoints found under the setup margin	7	6
## where the power goes
group / switching [mW] / internal, mW / leakage [nW]
sequential: 0 / 0 / 0
clock: 0 / 0 / 0
combinational: 0.0429 / 0.0639 / 0.235
total: 0.0429 / 0.0639 / 0.235
## area by class of cell
cell class,count,share of cell area
well taps,46,0.112
inverters,6,0.0535
multi-input cells,24,0.487
repair buffers,22,0.348
## metal layers
metal	up-vias	GRT usage	routed length (um)
met4	0	0	0
li1	151	-	-
met2	8	0.0377	311
met1	134	0.0384	437
met5	-	0	0
met3	0	0.00795	85
## cell usage after synthesis, drive strengths merged
master	count
o221ai	1
a22o	1
nand3b	1
nand2b	1
mux4	1
nand2	3
buf	2
nor2	1
a32o	1
ha	6
mux2	1
o211ai	1
o22ai	1
mux2i	1
xor2	1
o21ai	3
inv	6
## path summary, 6_finish.rpt
kind	start	to	slack (ns)	depth (start not counted)
worst max-delay path	s[0]	sevSegOut[5]	0.05	5
worst min-delay path	s[1]	sevSegOut[4]	1.17	5
Power is estimated from default activity; no workload was simulated.
