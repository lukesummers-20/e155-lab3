[config.mk]
export PLATFORM = sky130hd
export DESIGN_NAME = inputMultiplexer
export DESIGN_NICKNAME = inputMultiplexer
export VERILOG_FILES = /design/flow/design.v
export SDC_FILE = /design/flow/constraint.sdc
export NUM_CORES = 4
export LEC_CHECK = 1
export CORE_AREA = 10 10 70 70
export DIE_AREA = 0 0 80 80
[constraint.sdc]
current_design inputMultiplexer

set clk_period 1.8
set clk_io_pct 0.2

create_clock -name clk0 -period $clk_period [get_ports {clk}]

set non_clock_inputs [all_inputs -no_clocks]
set_input_delay [expr $clk_period * $clk_io_pct] -clock clk0 $non_clock_inputs
set_output_delay [expr $clk_period * $clk_io_pct] -clock clk0 [all_outputs]
[design.v]
module inputMultiplexer(
    input reset, clk,
        input [3:0] s1, s2,
    output logic en1, en2,
    output logic [3:0] sevSegInput
);
    logic [17:0] counter; 
    assign en2 = ~en1;
    always_ff @(posedge clk) begin
        if (reset == 0) begin
            en1 <= 1;
            sevSegInput <= s1;
        end else begin
            if (en1) sevSegInput <= s2;
            else sevSegInput <= s1;
            en1 <= ~en1;
        end 
    end
endmodule
[run.sh]
#!/bin/bash
# OpenROAD 26Q1-2900-gdf79404cd8, Yosys 0.63+post, stock flow scripts
make -C /OpenROAD-flow-scripts/flow DESIGN_CONFIG=/design/flow/config.mk WORK_HOME=/design/flow/orfs finish
==> impl_metrics.csv <==
group,metric,value,unit
grt,grt_overflow_total,0,
yosys,synth.avg_cell_area,15.5,sq um
grt,grt_max_degree,6,
yosys,synth_cell_type_count,4,
setup_path,r2r-end,"sevSegInput[1]",
power,vdd_drop_max,0.129,mV
setup_path,worstPathMaxFanout,3,
setup_path,cpMaxStageDelayCell,"clkdlybuf4s50_1",
power,power.total,309,uW
clocking,cts_resized,0,
detailed_routing,antenna_left,0,
detailed_routing,via_per_inst,1.88,
final_timing,hold_viol,0,
yosys,synth_seq_share,58.8,%
die,rows,21,
final_timing,finalClockSkew,0.00465,ns
detailed_routing,wl_per_cell,7.49,microns
cells_and_area,final_layout_size_suffix_gt1_share,26.7,%
setup_path,cp_num_buf_inv,1,
setup_path,r2r-start,"en1",
clocking,clk_path_buf_depth,2,
power,p_switching,57.9,uW
die,fp.dieH,80,microns
clocking,numCtsBuffers,3,
yosys,synth_warnings,1,
clocking,clkTransAtPathRegs,0.04,ns
yosys,yosys_area,170,sq um
yosys,numSynthFlops,5,
run,drv_cap,0,
grt,grt_pass1_vias,172,
clocking,post_cts_buffers,0,
power,sequentialPowerShare,40.1,%
clocking,tritoncts,"built",
final_timing,setup_viol,0,
power,comb_power_share,18.7,%
setup_path,cp_cell_sequence,"clkdlybuf4s50_1",
yosys,syn_inst,11,
setup_path,critPathLaunchType,"flop",
die,io_pins,16,
clocking,root_buffer,"clkbuf_4",
detailed_routing,wl,569,microns
detailed_routing,vias,143,
grt,grt_pass1_wl,890,microns
setup_path,worstSetupStartpoint,"en1",
final_timing,period_used_share,79.4,%
cells_and_area,finish.utilization,11.8,%
detailed_routing,diodes,0,
die,die_x,80,microns
die,die-area,6400,sq um
status,status,"finished clean",
final_timing,finalWorstSetupSlack,0.372,ns
detailed_routing,drt_iter0_markers,0,
setup_path,crit_arrival,1.07,ns
power,p_leak,0.161,nW
yosys,syn_area,170,sq um
final_timing,drv_slew,0,
final_timing,tightestPinTransition,0.154,ns
clocking,h-tree-depth,1,
setup_path,r2r_cells,2,
setup_path,slowest_delay,0.48,ns
cells_and_area,final_cells,76,
final_timing,setup-tns-final,0,ns
power,p_sw_share,18.7,%
setup_path,critical_path_class,"reg -> out",
hold_path,min-delay-start,"en1",
power,p_per_area,765,nW/um^2
cells_and_area,syn2layout_area_growth,138,%
grt,grt_usage,1.81,%
placed_design,dp_cells,72,
final_timing,relSlewSlack,89.7,%
yosys,ys_cells,11,
placed_design,place.gp.congestion,0.636,
hold_path,worstHoldPathCells,1,
setup_path,critPathCaptureType,"output port",
power,clockPowerShare,41.2,%
power,p_int,251,uW
detailed_routing,drc_errors,0,
clocking,holdBufCountCts,0,
clocking,clkSinkCount,5,
clocking,clkLatencyLatePin,0.24,ns
die,initCoreUtil,4.98,%
setup_path,crit_required,1.44,ns
run,stage_log_warnings,25,
final_timing,max_freq,700,MHz
grt,antenna_found_initial,0,
hold_path,hold_end,"en1",
placed_design,dp_slack,0.401,ns
detailed_routing,firstDrtPassIters,1,
placed_design,portBuffers,15,
setup_path,critical-path-top-delay-family,"buffers and inverters",
setup_path,r2r_slack,0.89,ns
die,coreArea,3420,sq um
final_timing,rsz0062_at_grt,"false",
hold_path,min_path_type,"reg -> reg",
final_timing,min_period,1.43,ns
==> how the worst max path moves through the flow <==
stage | slack, ns | to | cells past startpoint
6_report | 0.37 | en1 | 1
4_1_cts | 0.34 | en1 | 1
5_1_grt | 0.32 | en1 | 1
==> routing by layer <==
metal | up-vias | GRT usage (%) | share of wire, %
met4 | 0 | 1.41 | 4.7
met2 | 14 | 1.85 | 31
met1 | 54 | 2.61 | 56
met5 | - | 0 | 0
li1 | 73 | - | -
met3 | 2 | 0.909 | 8.4
==> final cells by class <==
class                           count  area [sq um]
Multi-Input combinational cell      5          66.3
Fill cell                         402          3010
Tap cell                           46          57.6
Sequential cell                     5           100
Inverter                            1          3.75
Clock buffer                        4          26.3
Timing Repair Buffer               15           150
==> metrics by stage <==
stage | hold WS (ns) | area [sq um]
6_report | 0.513 | 404
2_1_floorplan | 0.464 | 170
3_5_place_dp | 0.517 | 378
5_1_grt | 0.552 | 404
3_3_place_gp | 0.510 | 378
4_1_cts | 0.531 | 404
==> cells in the final DEF, fill, tap and decap left out <==
cell type	n
inv_1	1
clkbuf_1	1
clkbuf_4	3
nand2_2	1
clkdlybuf4s50_1	15
mux2_4	4
dfxtp_1	5
==> synth_stat cells <==
master,n,share of area (%)
dfxtp_1,5,59
nand2_2,1,3.7
mux2_4,4,35
inv_1,1,2.2
==> flip-flops by register name, summed over array words and instances (netlist names) <==
signal / flops
sevSegInput: 4
en1: 1
==> power by group through the flow <==
stage | Sequential, mW | Combinational [mW] | Clock, mW
after CTS | 0.124 | 0.0600 | 0.137
after global routing | 0.125 | 0.0629 | 0.140
final | 0.124 | 0.0578 | 0.127
==> logic make-up (layout without fill, tap and decap cells) <==
| logic type | count (synthesis) | count (layout) | share of synthesized area, % |
|---|---|---|---|
| flip-flops | 5 | 5 | 58.8 |
| buffers and inverters | 1 | 20 | 2.20 |
| multiplexers | 4 | 4 | 35.3 |
| AND/OR/NAND/NOR | 1 | 1 | 3.68 |
No activity file was given, so power comes from the tool's default toggle rates.
