### flow/constraint.sdc
current_design fsm_decoder

set clk_period 3.0
set clk_io_pct 0.2

create_clock -name clk0 -period $clk_period [get_ports {clk}]

set non_clock_inputs [all_inputs -no_clocks]
set_input_delay [expr $clk_period * $clk_io_pct] -clock clk0 $non_clock_inputs
set_output_delay [expr $clk_period * $clk_io_pct] -clock clk0 [all_outputs]
### flow/run.sh
#!/bin/bash
# OpenROAD 26Q1-2900-gdf79404cd8, Yosys 0.63+post, stock flow scripts
make -C /OpenROAD-flow-scripts/flow DESIGN_CONFIG=/design/flow/config.mk WORK_HOME=/design/flow/orfs finish
### flow/config.mk
export PLATFORM = sky130hd
export DESIGN_NAME = fsm_decoder
export DESIGN_NICKNAME = fsm_decoder
export VERILOG_FILES = /design/flow/design.v
export SDC_FILE = /design/flow/constraint.sdc
export NUM_CORES = 4
export LEC_CHECK = 1
export CORE_AREA = 10 10 83 83
export DIE_AREA = 0 0 93 93
### flow/design.v
module fsm_decoder(
    input  logic [3:0] col, row,
    input  logic en, clk, reset,
    output logic [3:0] s1, s2
);
    logic [3:0] next;
	logic switch;
    always_ff @(posedge clk) begin
        if (reset == 0) begin 
            s1 <= 4'b0000;
            s2 <= 4'b0000;
			switch <= 0;
        end if (en) begin 
            switch <= 1;
        end if (switch)begin
            s1 <= next;
            s2 <= s1;
			switch <= 0;
        end
    end
    always_comb
        case({row, col})
			{4'b0001, 4'b0001}: next = 4'b0001;
			{4'b0001, 4'b0010}: next = 4'b0010;
			{4'b0001, 4'b0100}: next = 4'b0011;
			{4'b0001, 4'b1000}: next = 4'b1010;
			{4'b0010, 4'b0001}: next = 4'b0100;
			{4'b0010, 4'b0010}: next = 4'b0101;
			{4'b0010, 4'b0100}: next = 4'b0110;
			{4'b0010, 4'b1000}: next = 4'b1011;
			{4'b0100, 4'b0001}: next = 4'b0111;
			{4'b0100, 4'b0010}: next = 4'b1000;
			{4'b0100, 4'b0100}: next = 4'b1001;
			{4'b0100, 4'b1000}: next = 4'b1100;
			{4'b1000, 4'b0001}: next = 4'b1110;
			{4'b1000, 4'b0010}: next = 4'b0000;
			{4'b1000, 4'b0100}: next = 4'b1111;
			{4'b1000, 4'b1000}: next = 4'b1101;
            default: next = 4'b1111;
        endcase
endmodule
==> CHANGELOG.md <==
### Implementation results

* Status: finished clean
* Setup slack after layout at 570.5 ps
* R2r worst-path depth at 1
* Max Transition Viols Final at 0
* Initial antenna violation count at 0
* Mean Syn Cell Area at 9.644 sq um
* WL met1 at 801 um
* DRT antenna net count at 0
* H-tree depth at 1
* Hold Fails Final Rpt at 0
* Nature of the critical path startpoint: primary input
* Layout cells sized above 1 at 7.317%
* Vias in the first global route at 502
* Critical path type: in -> reg
* Post-DP HPWL at 1.164 mm
* Fin crit period at 2430 ps
* Netlist Area Pre-Place at 626.9 sq um
* CP max stage delay at 680 ps
* Max Cap Viol at 0
* # rows at 26
* Number of port buffers at 18
* Pin count of the biggest net entering global routing at 11
* # diodes at 0
* CP cell instances: clkdlybuf4s50_1, or4b_1, o22ai_1, nor4_1, o31a_1
* Wire per inst at 9.625 um
* DRT Pass-1 Iters at 4
* Register bit count reported by yosys at 9
* P_sw at 0.00007241 W
* Worst slew pin tran at 503.6 ps
* Fill count at 600
* Placed inst area at 870.8 sq um
* Clock transition at path regs at 40 ps
* Seq pwr share at 43.8%
* Clock share of power at 37.7%
* Unique cell type count in the Yosys netlist at 27
* Met3 WL at 132 um
* Overflow after GRT at 0
* Synth Area in Adders at 0%
* Initial Util at 12.20%
* Hold endpoint: switch
* Logic family by area: simple AND/OR/NAND/NOR gates
* Routed wl met2 at 529 um
* Critical path launch point: row[0]
* Yosys stat cell total at 65
* Worst reg-to-reg setup slack at 1840 ps
* Top Layout Cells: clkdlybuf4s50_1 (18), edfxtp_1 (8), nor2_1 (6), a21oi_1 (6)
* IO Pins at 19
* CP Max Fanout at 7
* Cts repair resizes at 0
* Leakage power at 0.2822 nW
* Switching share of power at 20.38%
* Num CTS Buffers at 3
* Root Driver: clkbuf_8
* Ao+oa area frac at 19.36%
* Slowest cell on crit path: or4b_1
* Most numerous logic cell after layout: clkdlybuf4s50_1
* Tot GR Track Use at 3.159%
* Drt initial violations at 13
* Max Clock Skew at 4.646 ps
* Hold Startpoint: switch
* Logic pwr share at 18.5%
* Worst Path Required at 2970 ps
* Insertion Delay late pin at 230 ps
* Placer Congestion at 0.8272
* Clock buffer depth at 2
* Vias after detailed routing at 538
* Die Wd at 93 um
* Uppermost routed layer: met3
* Synth warnings at 1
* Global-route wire length before repair at 2.249 mm
* Final WL at 1.463 mm
* Post-Layout Cell Count at 152
* Seq share, synth at 41.52%
* Synth mux share at 0%
* DRC Markers at 0
* WHS at 538.1 ps
* Cycle use final at 80.98%
* CP endpoint kind: register
* Yosys synthesis chip area at 626.9 sq um
* Int Power at 0.0002829 W
* PwrDens at 387.9 nW/um^2
* Critical Path AT at 2400 ps
* RSZ-0062 raised after global routing: false
* Setup TNS at 0 ps
* Worst vdd ir at 166.6 uV
* Worst min path class: reg -> reg
* Basic Gates by Area at 31.14%
* Die area at 8649 sq um
* Core area at 5140 sq um
* CTS Sinks at 9
* Hold Buf Count CTS at 0
* Place WS at 362.0 ps
* # setup viols final at 0
* Drt via density at 3.539
* Tool warnings at 25
* Worst r2r dst: s1[2]
* Die height at 93 um
* Post-CTS setup buffer count at 0
* Cells after synthesis at 65
* Placed cells at 148
* XOR Share, Synth at 4.192%
* Worst hold path depth at 1
* R2R Path Start: switch
* Synth-to-Final Area Change at 46.11%
* Finished Cell Area at 915.9 sq um
* CTS tree: yes
* Max_slew headroom at 65.95%
* F_max at 411.6 MHz
registers in the layout, summed over array words and instances (netlist names):
name    count
s1          4
s2          4
switch      1
worst max path at each step:
| stage | endpoint | slack, ps | cells after the start |
|---|---|---|---|
| CTS | s1[2] | 580 | 5 |
| global route | s1[1] | 330 | 6 |
| finish | s1[2] | 570 | 5 |
metal layers:
layer,up-vias,track usage [%]
met3,0,1.777
met4,0,0.2571
li1,281,-
met5,-,0
met1,238,4.647
met2,19,4.030
stage by stage:
step | util [%] | power, W
global route | 17.82 | 0.0003744
floorplan | - | 0.0001835
CTS | 17.82 | 0.0003612
global placement | 16.94 | 0.0002238
detailed placement | 16.94 | 0.0002241
finish | 17.82 | 0.0003553
worst max-delay path: cells and delay by family:
family | cells | cell delay, ps
and+or+nand+nor | 2 | 790
buffers and inverters | 1 | 500
AOI/OAI and AO/OA | 2 | 510
cell usage after synthesis (all sizes together):
cell type / number / area (sq um)
nor3: 2 / 10.01
edfxtp: 8 / 240.2
nor4b: 4 / 35.03
or4b: 6 / 63.81
nor4: 1 / 6.260
o31a: 2 / 17.52
and2: 4 / 25.02
clkbuf: 1 / 3.750
buf: 4 / 20.02
o21ai: 5 / 25.02
or3: 1 / 6.260
a211o: 1 / 8.760
a221o: 1 / 10.01
o21a: 2 / 15.01
nand2: 2 / 7.510
nor2: 6 / 22.52
dfxtp: 1 / 20.02
xnor2: 1 / 8.760
o22ai: 1 / 6.260
xor2: 2 / 17.52
nor2b: 1 / 6.260
a21oi: 7 / 38.79
nand2b: 2 / 12.51
cell families (layout without fill, tap and decap cells):
kind of cell | count (synthesis) | count (layout)
and+or+nand+nor | 29 | 29
AOI/OAI and AO/OA | 19 | 19
DFF | 9 | 9
buffers and inverters | 5 | 22
xor gates and xnor gates | 3 | 3
power by group through the flow:
stage / clock, W / sequential (W) / combinational [W]
4_1_cts: 0.000139 / 0.000156 / 0.0000668
5_1_grt: 0.000144 / 0.000157 / 0.0000733
6_report: 0.000134 / 0.000156 / 0.0000657
area by class of cell:
type | instances | area [sq um] | share of cell area (%)
timing repair buffer | 18 | 180.2 | 19.67
tap | 70 | 87.58 | 9.563
sequential | 9 | 260.3 | 28.42
clock buffer | 4 | 45.04 | 4.918
multi-input combinational | 51 | 342.8 | 37.43
Power is estimated from default activity; no workload was simulated.
